**flow/config.mk**
```make
export PLATFORM = sky130hd
export DESIGN_NAME = comparator
export DESIGN_NICKNAME = comparator
export VERILOG_FILES = /design/flow/design.v
export SDC_FILE = /design/flow/constraint.sdc
export NUM_CORES = 4
export LEC_CHECK = 1
export CORE_AREA = 10 10 70 70
export DIE_AREA = 0 0 80 80
```
**flow/constraint.sdc**
```tcl
current_design comparator

set clk_period 1.3
set clk_io_pct 0.2

create_clock -name clk0 -period $clk_period

set non_clock_inputs [all_inputs -no_clocks]
set_input_delay [expr $clk_period * $clk_io_pct] -clock clk0 $non_clock_inputs
set_output_delay [expr $clk_period * $clk_io_pct] -clock clk0 [all_outputs]
```
**flow/design.v**
```verilog
module comparator(input wire[3:0] A, B, output reg equal, less_than, greater_than);
always @(A,B) begin 
    if(A == B) begin 
        equal = 1'b1;
        less_than = 1'b0;
        greater_than  = 1'b0;
    end
    else if (A > B) begin 
        greater_than  = 1'b1;
        less_than = 1'b0;
        equal = 1'b0;
    end
    else begin
        less_than = 1'b1;
        greater_than = 1'b0;
        equal = 1'b0;
    end
end
endmodule
```
**flow/run.sh**
```bash
#!/bin/bash
# OpenROAD 26Q1-2900-gdf79404cd8, Yosys 0.63+post, stock flow scripts
make -C /OpenROAD-flow-scripts/flow DESIGN_CONFIG=/design/flow/config.mk WORK_HOME=/design/flow/orfs finish
```
==> results_dict.tcl <==
# implementation run metrics
set metrics [dict create \
    drtPass1Iterations 1 \
    endpoint_kind "output pin" \
    violations "setup timing" \
    period_needed_ps 1390 \
    synthesis.instances 17 \
    grt_pass1_wl_um 614 \
    via_per_inst 1.94 \
    dieWidth_um 80 \
    top_area_cell "ha_1" \
    rsz0062_at_grt "yes" \
    dieHeight_um 80 \
    final_core_utilization 0.112 \
    wl_per_cell_um 6.03 \
    synth.avg_cell_area_sq_um 6.40 \
    postCtsHoldBufs 0 \
    cp-start-kind "input port" \
    final.setup.tns_ps -87.3 \
    yosys_area_sq_um 109 \
    num-clock-buffers 0 \
    power_frac_clock 0 \
    grt_overflow_total 0 \
    slew_viol_final 0 \
    min_path_type "in -> out" \
    drcViolationCount 0 \
    numPortBuffers 11 \
    grt_pass1_vias 143 \
    vdd_drop_max_uv 33.9 \
    p_switching_mw 0.0477 \
    min_period_over_period 1.07 \
    gp_congestion 0.769 \
    dp_hpwl_um 352 \
    drtIter0Drc 0 \
    yosysMostFrequentCell "inv_1" \
    place_ws_ps -847 \
    area_leaders "ha_1, inv_1, a21oi_2, nand2_1, nor2_1" \
    final-setup-viol-count 2 \
    chip_area_sq_um 6400 \
    cp_max_fo 2 \
    track_usage 0.0115 \
    design.seq.count 0 \
    top_area_frac 0.460 \
    ant_nets 0 \
    p_leak_nw 0.155 \
    seqPwrFrac 0 \
    area_delta_synth_final_pct 253 \
    power.density_nw_per_um2 322 \
    drv_cap 0 \
    cp.arrival_ps 1130 \
    totalWireLength_um 464 \
    slew_headroom 0.925 \
    antenna_cells 0 \
    nFillCells 394 \
    fp_util 0.0319 \
    hold_viol 0 \
    fin_area_sq_um 384 \
    io_pins 11 \
    timing.final.ws_setup_ps -85.6 \
    dpl_cell_area_sq_um 277 \
    comb_power_share 1.000 \
    num_rows 21 \
    log.warning_count 34 \
    drive_above_1_share 0.903 \
    synth_cell_types 8 \
    swShare 0.386 \
    synth_stat.cells 17 \
    tightest_slew_ps 112 \
    required_ps 1040 \
    fmax_ghz 0.722 \
    antenna_found_initial 0 \
    common_cells "inv_1, ha_1, nand2_1, nor2_1" \
    regArea_sq_um 0 \
    crit_type "in -> out" \
    ys_seq_frac 0 \
    syn_area_sq_um 109 \
    yosys_warnings 1 \
    grt_max_degree 3 \
    core_area_sq_um 3420 \
    intPower_mw 0.0760 \
    outcome "finished with violations" \
    num_vias 149 \
]
-- per-stage QoR --
| step | power (mW) | instances | hold WS [ps] |
|---|---|---|---|
| 2_1_floorplan | 0.0270 | 17 | 756 |
| 3_3_place_gp | 0.0753 | 74 | 1650 |
| 3_5_place_dp | 0.0767 | 74 | 1690 |
| 4_1_cts | 0.119 | 77 | 953 |
| 5_1_grt | 0.135 | 77 | 961 |
| 6_report | 0.124 | 77 | 925 |
-- path summary, 6_finish.rpt --
kind	from	to	slack, ps	depth (start not counted)
worst max-delay path	B[3]	greater_than	-90	9
worst min-delay path	A[3]	less_than	920	6
-- final cells by class --
cell class | count | area, sq um | share of cell area
Multi-Input combinational cell | 12 | 170 | 0.443
Inverter | 5 | 23.8 | 0.0619
Timing Repair Buffer | 14 | 133 | 0.345
Tap cell | 46 | 57.6 | 0.150
-- kinds of logic (layout without fill, tap and decap cells) --
family | count (synthesis) | after routing | synth area share
buffers and inverters | 5 | 19 | 0.172
adders and majority gates | 4 | 4 | 0.460
and+or+nand+nor | 5 | 5 | 0.195
AOI/OAI and AO/OA | 3 | 3 | 0.172
-- power groups by stage --
| stage | Combinational (mW) | Clock [mW] | Sequential (mW) |
|---|---|---|---|
| final | 0.124 | 0 | 0 |
| after global routing | 0.135 | 0 | 0 |
| after CTS | 0.119 | 0 | 0 |
-- layer usage --
layer / vias to the layer above / track usage / wire length (um)
li1: 81 / - / -
met5: - / 0 / 0
met4: 0 / 0 / 0
met1: 60 / 0.0158 / 241
met2: 8 / 0.0193 / 174
met3: 0 / 0.00227 / 48
-- layout by cell type, fill, tap and decap left out --
cell / Yosys / layout
buf_6: 0 / 10
ha_4: 0 / 4
buf_2: 0 / 3
inv_4: 0 / 2
inv_2: 0 / 2
nand2_4: 0 / 2
a21oi_2: 1 / 2
nor2_4: 0 / 1
inv_1: 5 / 1
o21ai_2: 0 / 1
nor2b_1: 1 / 1
nor2_1: 2 / 1
clkbuf_2: 0 / 1
-- worst max-delay path: stages --
cell	delay (ps)
buf_6	100
inv_4	50
ha_4	200
nand2_4	80
nor2_4	40
buf_6	100
buf_6	100
nor2b_1	90
buf_2	110
-- repair_timing --
item | in CTS | in global routing
gates resized | 63 | 5
pin swaps | 11 | 3
buffers inserted | 3 | 0
cloned | 0 | 0
endpoints found under the setup margin | 3 | 3
No activity file was given, so power comes from the tool's default toggle rates.
