===== /design/flow/run.sh =====
#!/bin/bash
# OpenROAD 26Q1-2900-gdf79404cd8, Yosys 0.63+post, stock flow scripts
make -C /OpenROAD-flow-scripts/flow DESIGN_CONFIG=/design/flow/config.mk WORK_HOME=/design/flow/orfs finish

===== /design/flow/config.mk =====
export PLATFORM = sky130hd
export DESIGN_NAME = single_port_sync_ram
export DESIGN_NICKNAME = single_port_sync_ram
export VERILOG_FILES = /design/flow/design.v
export SDC_FILE = /design/flow/constraint.sdc
export NUM_CORES = 4
export LEC_CHECK = 1
export CORE_UTILIZATION = 30

===== /design/flow/constraint.sdc =====
current_design single_port_sync_ram

set clk_period 7.3
set clk_io_pct 0.2

create_clock -name clk0 -period $clk_period [get_ports {clk}]

set non_clock_inputs [all_inputs -no_clocks]
set_input_delay [expr $clk_period * $clk_io_pct] -clock clk0 $non_clock_inputs
set_output_delay [expr $clk_period * $clk_io_pct] -clock clk0 [all_outputs]

===== /design/flow/design.v =====
module single_port_sync_ram #(
    parameter ADDR_WIDTH = 4,
    parameter DATA_WIDTH = 32,
    parameter DEPTH = 16
)(
    input  wire                   clk,
    input  wire                   cs,     
    input  wire                   we,    
    input  wire                   oe,   
    input  wire [ADDR_WIDTH-1:0]  addr,
    input  wire [DATA_WIDTH-1:0]  data_in,
    output reg  [DATA_WIDTH-1:0]  data_out
);
reg [DATA_WIDTH-1:0] mem [0:DEPTH-1];
always @(posedge clk) begin
    if (cs && we) begin
        mem[addr] <= data_in;
    end
    if (cs && !we) begin
        data_out <= mem[addr];
    end
end
assign data = cs & oe & ! we ? tmp_data : 'hz;
endmodule

==> notes.md <==
yosys + openroad results -> status finished clean, Yosys Chip Area 0.0202 mm^2, OpenROAD warnings 26, CP startpoint kind input pin, Core Util at FP 0.305, max_cap viols 0, final worst-path cycle share 0.516, Clock Pin Slew Worst Setup and Hold Paths 0.06 ns, first-pass GRT wire length 63600 um, post-synthesis sequential area ratio 0.808, final worst slack 3.53 ns, row count 94, TritonCTS buffer count 52, critical path fanouts, max 41, LEAKAGE 7.24 nW, boundary pin count 72, Synth Instances 844, CTS max path bufs 3, max-slew violations 0, # Cells Yosys 844, reg2reg start mem[11][16]$_DFFE_PP_, # port buffers 70, RSZ-0062 raised after global routing false, layout cell share with drive strength beyond 1 0.248, final WL 42600 um, Final Hold Viols 0, clk_skew 0.00828 ns, fmax 0.265 GHz, CTS tree yes, # DRC 0, number of synthesis warnings 4, FF-to-FF setup slack 5.83 ns, post-synth cell types 17, post-layout util 0.357, Mapped Area 0.0202 mm^2, pre-CTS setup slack 2.80 ns, post-route ant nets 0, clk root buf clkbuf_16, Worst-Margin Slew 0.757 ns, initial antenna violation count 7, Setup crit end kind flip-flop, Tot Pwr 0.00619 W, peak supply drop 0.169 mV, CTS Sinks 544, Die Y-Extent 262 um, Post-synth regs 544, crit path DAT 4.09 ns, drt pass-1 iters 4, RR Endpoint data_out[16]$_DFFE_PP_, Avg WL per Cell 23.0 um, global route overflow 0, WS Path Type in2reg, min cycle time layout 3.77 ns, endpoints failing setup 0, worst hold path class reg2reg, Required @ worst endpoint 7.62 ns, FILL cells 5883, hold path cells 3, detailed placement HPWL 21300 um, Chip Area 0.0684 mm^2, mean post-synth cell area 24.0 um^2, DR vias/cell 4.90, Fin Setup TNS 0 ns, placeable core area 0.0662 mm^2, hold path start mem[12][11]$_DFFE_PP_, gr usage total 0.138, Die W 262 um, vias in the first global route 10300, Slew HR 0.495, H-Tree Depth 2, First DRT Iteration DRCs 538, vias 9088, CTS resizes 0, area grow syn2layout 16.9%, largest net degree at the start of global routing 47, post-CTS setup buffer count 0, Clock Latency Late Sink 0.58 ns, hold_buf cts 0, Hold Crit Endpoint data_out[11]$_DFFE_PP_, power density over cell area 262 mW/mm^2, Placer Congestion 0.725, r2r worst-path depth 3
-- final cells by class --
cell class | instances | area (um^2) | share of cell area
clock inverter | 27 | 144 | 0.00609
sequential | 544 | 16300 | 0.691
tap | 864 | 1080 | 0.0458
multi-input combinational | 253 | 3770 | 0.159
timing repair buffer | 100 | 927 | 0.0392
antenna | 3 | 7.51 | 0.000318
clock buffer | 63 | 1360 | 0.0577
-- cell usage after synthesis --
cell,count,area share
nor3_1,4,0.00099
nand2_1,34,0.0063
nor2b_1,3,0.00093
or3_1,1,0.00031
buf_4,1,0.00037
and2_1,1,0.00031
nor2_1,13,0.0024
mux4_2,128,0.14
buf_1,1,0.00019
buf_6,8,0.0045
nand2b_1,2,0.00062
clkbuf_1,26,0.0048
a22oi_1,64,0.024
nand4_1,1,0.00031
edfxtp_1,544,0.81
buf_2,11,0.0027
nand4b_1,2,0.00087
-- cells by family after synthesis --
family,count (synthesis),synth area share
and+or+nand+nor,61,0.0131
DFF,544,0.808
buffers and inverters,47,0.0126
AOI/OAI and AO/OA,64,0.0238
muxes,128,0.143
-- registers in the layout, summed over array words and instances (netlist names) --
register / count
data_out: 32
mem: 512
-- layer usage --
layer / vias up / GRT usage / part of all wire
met5: - / 0.00556 / 0.0011
met4: 8 / 0.0221 / 0.019
met3: 67 / 0.122 / 0.19
met2: 625 / 0.203 / 0.46
met1: 4554 / 0.155 / 0.33
li1: 3834 / - / -
-- stage by stage --
stage / area (um^2) / hold slack, ns / std cells
2_1_floorplan: 20200 / 0.710 / 844
3_3_place_gp: 22100 / 0.735 / 1761
3_5_place_dp: 22100 / 0.739 / 1761
4_1_cts: 23600 / 0.753 / 1851
5_1_grt: 23600 / 0.778 / 1852
6_report: 23600 / 0.746 / 1854
-- where the power goes --
part           switching, W  internal [W]  leakage, nW  total [W]
Clock               0.00106       0.00135        0.743    0.00241
Combinational      0.000157      0.000122         1.57   0.000279
Sequential       0.00000975       0.00349         4.92    0.00350
-- worst max-delay path: stages --
cell      delay (ns)
clkbuf_8        0.41
buf_4           0.67
buf_4           0.55
mux4_2          0.58
a22oi_1         0.27
nand2_1         0.09
-- how the worst max path moves through the flow --
stage         startpoint                endpoint  slack (ns)  cells past startpoint
CTS              addr[0]  data_out[12]$_DFFE_PP_        3.42                      6
global route     addr[0]  data_out[12]$_DFFE_PP_        3.23                      6
finish           addr[0]  data_out[12]$_DFFE_PP_        3.53                      6
-- cell usage in the layout (no fill, tap or decap), types with 3 or more instances in the layout --
cell / count
edfxtp_1: 544
nor3_2: 4
nor2b_4: 3
clkinv_1: 16
clkbuf_1: 10
nand2_1: 34
clkbuf_16: 53
diode_2: 3
mux4_2: 128
clkdlybuf4s50_1: 68
nor2_4: 13
clkinv_2: 9
buf_4: 31
a22oi_1: 64
Power figures rest on the tool's default switching activity, not on a simulated workload.
